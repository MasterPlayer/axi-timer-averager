--- /design/flow/run.sh ---
#!/bin/bash
# OpenROAD 26Q1-2900-gdf79404cd8, Yosys 0.63+post, stock flow scripts
make -C /OpenROAD-flow-scripts/flow DESIGN_CONFIG=/design/flow/config.mk WORK_HOME=/design/flow/orfs finish
--- /design/flow/config.mk ---
export PLATFORM = sky130hd
export DESIGN_NAME = axi_timer_averager_functional
export DESIGN_NICKNAME = axi_timer_averager_functional
export VERILOG_FILES = /design/flow/design.v
export SDC_FILE = /design/flow/constraint.sdc
export NUM_CORES = 4
export LEC_CHECK = 1
export CORE_UTILIZATION = 40
export SYNTH_HDL_FRONTEND = slang
--- /design/flow/constraint.sdc ---
current_design axi_timer_averager_functional

set clk_period 10.1
set clk_io_pct 0.2

create_clock -name clk0 -period $clk_period [get_ports {CLK}]

set non_clock_inputs [all_inputs -no_clocks]
set_input_delay [expr $clk_period * $clk_io_pct] -clock clk0 $non_clock_inputs
set_output_delay [expr $clk_period * $clk_io_pct] -clock clk0 [all_outputs]
--- /design/flow/design.v ---
`timescale 1ns / 1ps
module axi_timer_averager_functional (
    input  logic        CLK            ,
    input  logic        RESET          ,
    input  logic        START_TIMER    ,
    input  logic        STOP_TIMER     ,
    input  logic        AVG_MSMT_ENABLE,
    input  logic [ 4:0] AVG_MSMT_LIMIT ,
    output logic [31:0] MSMT_VALUE     ,
    output logic        MSMT_VALID     ,
    output logic [63:0] AVG_MSMT_VALUE ,
    output logic [31:0] MSMT_COUNT  
);
    logic d_start_timer = 1'b0;
    logic start_event   = 1'b0;
    logic d_stop_timer = 1'b0;
    logic stop_event   = 1'b0;
    typedef enum {
        IDLE_ST , 
        MSMT_ST 
    } fsm;
    logic [31:0] measurement_value = '{default:0};
    fsm current_state = IDLE_ST;
    logic [31:0] avg_msmt_count = '{default:0};
    logic [31:0] avg_msmt_limit = '{default:0};
    logic [63:0] avg_msmt_value         = '{default:0};
    logic [63:0] avg_msmt_value_shifted = '{default:0};
    logic        avg_msmt_value_valid   = 1'b0        ;
    logic [0:31][31:0] avg_msmt_limit_rom = '{
        32'h00000001, 32'h00000002, 32'h00000004, 32'h00000008,
        32'h00000010, 32'h00000020, 32'h00000040, 32'h00000080,
        32'h00000100, 32'h00000200, 32'h00000400, 32'h00000800,
        32'h00001000, 32'h00002000, 32'h00004000, 32'h00008000,
        32'h00010000, 32'h00020000, 32'h00040000, 32'h00080000,
        32'h00100000, 32'h00200000, 32'h00400000, 32'h00800000,
        32'h01000000, 32'h02000000, 32'h04000000, 32'h08000000,
        32'h10000000, 32'h20000000, 32'h40000000, 32'h80000000 
    };
    logic d_avg_msmt_enable = 1'b0;
    logic avg_msmt_event = 1'b0;
    always_ff @(posedge CLK) begin : MSMT_COUNT_processing  
        MSMT_COUNT = avg_msmt_count + 1;
    end 
    always_comb begin 
        MSMT_VALUE = measurement_value;
    end 
    always_ff @(posedge CLK) begin 
        d_start_timer <= START_TIMER ;
    end 
    always_ff @(posedge CLK) begin 
        if (!d_start_timer & START_TIMER) begin 
            start_event <= 1'b1;
        end else begin 
            start_event <= 1'b0;
        end 
    end 
    always_ff @(posedge CLK) begin 
        d_stop_timer <= STOP_TIMER;
    end 
    always_ff @(posedge CLK) begin 
        if (!d_stop_timer & STOP_TIMER) begin 
            stop_event <= 1'b1;
        end else begin 
            stop_event <= 1'b0;
        end 
    end 
    always_ff @(posedge CLK) begin : current_state_processing 
        if (RESET) begin 
            current_state <= IDLE_ST;
        end else begin 
            case (current_state)
                IDLE_ST : 
                    if (start_event) begin 
                        current_state <= MSMT_ST;
                    end else begin 
                        current_state <= current_state;
                    end 
                MSMT_ST : 
                    if (stop_event) begin 
                        current_state <= IDLE_ST;
                    end else begin 
                        current_state <= current_state;
                    end 
                default : 
                    current_state <= current_state;
            endcase  
        end 
    end 
    always_ff @(posedge CLK) begin : measurement_value_processing 
        case (current_state)
            MSMT_ST : 
                measurement_value <= measurement_value + 1;
            default : 
                measurement_value <= '{default:0};
        endcase  
    end 
    always_ff @(posedge CLK) begin : MSMT_VALID_processing 
        case (current_state) 
            MSMT_ST : 
                if (stop_event) begin 
                    MSMT_VALID <= 1'b1;
                end else begin 
                    MSMT_VALID <= 1'b0;
                end 
            default : 
                MSMT_VALID <= 1'b0;
        endcase  
    end 
    always_ff @(posedge CLK) begin : avg_msmt_count_processing 
        if ((avg_msmt_count == avg_msmt_limit) | !AVG_MSMT_ENABLE) begin 
            avg_msmt_count <= '{default:0};
        end else begin 
            if (MSMT_VALID) begin 
                avg_msmt_count <= avg_msmt_count + 1;
            end else begin 
                avg_msmt_count <= avg_msmt_count;
            end 
        end 
    end 
    always_ff @(posedge CLK) begin : d_avg_msmt_enable_processing 
        d_avg_msmt_enable <= AVG_MSMT_ENABLE;
    end 
    always_ff @(posedge CLK) begin 
        if (AVG_MSMT_ENABLE & !d_avg_msmt_enable) begin 
            avg_msmt_event <= 1'b1;
        end else begin 
            avg_msmt_event <= 1'b0;
        end 
    end 
    always_ff @(posedge CLK) begin : avg_msmt_limit_processing 
        if (avg_msmt_event) begin 
            avg_msmt_limit <= avg_msmt_limit_rom[AVG_MSMT_LIMIT];
        end else begin 
            avg_msmt_limit <= avg_msmt_limit;
        end 
    end 
    always_ff @(posedge CLK) begin : avg_msmt_value_processing 
        if (avg_msmt_limit == avg_msmt_count) begin 
            avg_msmt_value <= '{default:0};
        end else begin 
            if (AVG_MSMT_ENABLE) begin 
                if (MSMT_VALID) begin 
                        avg_msmt_value <= avg_msmt_value + measurement_value;
                end else begin 
                    avg_msmt_value <= avg_msmt_value;
                end 
            end else begin 
                avg_msmt_value <= '{default:0};
            end 
        end 
    end 
    always_ff @(posedge CLK) begin : avg_msmt_value_shifted_processing 
        case (AVG_MSMT_LIMIT) 
            8'h00   : avg_msmt_value_shifted <= avg_msmt_value[63:0];
            8'h01   : avg_msmt_value_shifted <= avg_msmt_value[63:1];
            8'h02   : avg_msmt_value_shifted <= avg_msmt_value[63:2];
            8'h03   : avg_msmt_value_shifted <= avg_msmt_value[63:3];
            8'h04   : avg_msmt_value_shifted <= avg_msmt_value[63:4];
            8'h05   : avg_msmt_value_shifted <= avg_msmt_value[63:5];
            8'h06   : avg_msmt_value_shifted <= avg_msmt_value[63:6];
            8'h07   : avg_msmt_value_shifted <= avg_msmt_value[63:7];
            8'h08   : avg_msmt_value_shifted <= avg_msmt_value[63:8];
            8'h09   : avg_msmt_value_shifted <= avg_msmt_value[63:9];
            8'h0a   : avg_msmt_value_shifted <= avg_msmt_value[63:10];
            8'h0b   : avg_msmt_value_shifted <= avg_msmt_value[63:11];
            8'h0c   : avg_msmt_value_shifted <= avg_msmt_value[63:12];
            8'h0d   : avg_msmt_value_shifted <= avg_msmt_value[63:13];
            8'h0e   : avg_msmt_value_shifted <= avg_msmt_value[63:14];
            8'h0f   : avg_msmt_value_shifted <= avg_msmt_value[63:15];
            8'h10   : avg_msmt_value_shifted <= avg_msmt_value[63:16];
            8'h11   : avg_msmt_value_shifted <= avg_msmt_value[63:17];
            8'h12   : avg_msmt_value_shifted <= avg_msmt_value[63:18];
            8'h13   : avg_msmt_value_shifted <= avg_msmt_value[63:19];
            8'h14   : avg_msmt_value_shifted <= avg_msmt_value[63:20];
            8'h15   : avg_msmt_value_shifted <= avg_msmt_value[63:21];
            8'h16   : avg_msmt_value_shifted <= avg_msmt_value[63:22];
            8'h17   : avg_msmt_value_shifted <= avg_msmt_value[63:23];
            8'h18   : avg_msmt_value_shifted <= avg_msmt_value[63:24];
            8'h19   : avg_msmt_value_shifted <= avg_msmt_value[63:25];
            8'h1a   : avg_msmt_value_shifted <= avg_msmt_value[63:26];
            8'h1b   : avg_msmt_value_shifted <= avg_msmt_value[63:27];
            8'h1c   : avg_msmt_value_shifted <= avg_msmt_value[63:28];
            8'h1d   : avg_msmt_value_shifted <= avg_msmt_value[63:29];
            8'h1e   : avg_msmt_value_shifted <= avg_msmt_value[63:30];
            8'h1f   : avg_msmt_value_shifted <= avg_msmt_value[63:31];
            default : avg_msmt_value_shifted <= avg_msmt_value[63:31];
        endcase  
    end 
    always_ff @(posedge CLK) begin : avg_msmt_value_valid_processing 
        if (avg_msmt_count == avg_msmt_limit) begin 
            avg_msmt_value_valid <= 1'b1;
        end else begin 
            avg_msmt_value_valid <= 1'b0;
        end 
    end
    always_ff @(posedge CLK) begin 
        if (avg_msmt_value_valid) begin 
            AVG_MSMT_VALUE <= avg_msmt_value_shifted;
        end else begin 
            AVG_MSMT_VALUE <= AVG_MSMT_VALUE;
        end 
    end 
endmodule
==> results.ini <==
[status]
outcome=completed

[clocking]
cts_tree=yes
clk_latency_ns=0.60
clockRootBuffer=clkbuf_16
cts_buffer_depth=3
numCtsBuffers=39
cts.clk_slew.worst_paths_ns=0.05
cts_num_sinks=330
postCtsHoldBufs=0
cts_setup_buffers=0
cts-resized-gates=0
htreeDepth=2

[grt]
grt_max_degree=64
grt_pass1_vias=24146
grt_pass1_wl_mm=149.8
grt_overflow_total=0
antenna_found_initial=3
track_usage_pct=35.15

[synth]
syn_avg_cell_area_um2=8.344
async_flop_share_pct=0
yosysWarnings=0
synthTopCellsByCount=a22oi_1, clkbuf_1, dfxtp_1, nor2_1
edf_count=96
yosys.area.top_type=dfxtp_1
ys_area_mm2=0.02245
top_cell=a22oi_1
ys.flops=330
ys_cells=2691
syn_inst=2691
syn_area_mm2=0.02245
postSynthSeqShare_pct=33.70
synth_cell_types=74
ys_dominant_reg_cell=dfxtp_1
topCellsByArea=dfxtp_1, a22oi_1, edfxtp_1, clkbuf_1, a221oi_1
yosys.area.top_type_share_pct=20.86

[pwr]
power.density_mw_per_mm2=118.6
pwr-share-clk_pct=50.6
p_int_mw=2.296
vdd_ir_drop_max_mv=0.1319
switchingPower_uw=717.0
p_comb_share_pct=3.4
seqPwrFrac_pct=45.9
leakagePower_nw=8.545
switching_share_pct=23.80

[final_layout]
nFillCells=5202
flop_area_mm2=0.007570
area_delta_synth_final_pct=13.15
logic_area_mm2=0.01336
drive_gt1_share_pct=8.182
fin_cells=3340

[routing]
wl_per_cell_um=29.84
drt_iter0_drc=4579
drc=0
drt_wl_total_mm=99.66
dr.pass1.iters=14
ant_nets=0
viasPerCell=7.498
vias=25042

[floorplanning]
rows=86
initCoreUtil_pct=40.60
die.size.y_um=238.9
io_pins=139
die_area_mm2=0.05708
core_area_mm2=0.05531
die_x_um=238.9

[placed_design]
io_buffers=138
dp_hpwl_mm=49.51
gp_congestion=0.9516
place_inst=3267

[worst_hold_path]
min_path_type=flip-flop to flip-flop

[final_timing]
period_used_pct=46.53
hold_viol=0
fin_crit_ns=4.700
fin_setup_tns_ns=0
clock_skew_ns=0.03377
setup-violations-final=0
slew_viol_final=0
fmax_mhz=212.8
slew_headroom_pct=27.86
tightest_slew_ns=1.081
hold_ws_ns=0.3796
rsz0062_at_grt=no

[critical_path]
cpLargestDelayFamily=simple AND/OR/NAND/NOR gates
slowest_stage=nand2b_1
path_cells=clkdlybuf4s50_1, nand2b_1, nor2_4, buf_4, buf_4, a221oi_1, nand4_1, nor3_1, a21oi_1
crit_path_end_kind=flip-flop
crit_type=input pin to flip-flop
critPathArrivalTime_ns=5.13
worstPathRequired_ns=10.53
crit_top_cell=buf_4
critPathLaunchType=input pin
cp_max_fo=31
slowest_delay_ns=0.66
path_buffers=3

[job]
drv_cap=0
warning_count=25

==> worst paths after layout <==
path	start	endpoint	slack, ns	cells after the start
worst max-delay path	AVG_MSMT_LIMIT[4]	avg_msmt_value_shifted[29]	5.40	9
worst max register to register	avg_msmt_value[14]	avg_msmt_value[53]	6.16	9
worst min register to register	d_start_timer	start_event	0.38	1
worst min-delay path	d_start_timer	start_event	0.38	1
==> stage by stage <==
step / utilization (%) / instance area [um^2] / worst slack, ns / power [mW]
5_1_grt: 45.93 / 25400 / 5.254 / 3.089
4_1_cts: 45.93 / 25400 / 5.626 / 3.022
3_3_place_gp: 43.41 / 24010 / 5.063 / 1.507
2_1_floorplan: - / 22450 / 6.334 / 1.462
6_report: 45.93 / 25410 / 5.400 / 3.013
3_5_place_dp: 43.41 / 24010 / 5.003 / 1.508
==> per-layer routing <==
metal	wire, um	track usage [%]	part of all wire, %
met3	15950	17.54	16
met1	37130	46.95	37
met4	7516	16.34	7.5
met2	38960	47.69	39
met5	100	1.299	0.10
==> power by group through the flow <==
stage	Sequential [mW]	Clock (mW)	Combinational, mW
after CTS	1.38	1.54	0.0961
after global routing	1.38	1.60	0.103
final	1.38	1.52	0.104
==> state kept, by name, summed over array words and instances, names as in the netlist, 2 cells and up <==
name	flops
avg_msmt_count	32
avg_msmt_limit	32
avg_msmt_value_shifted	64
current_state	2
avg_msmt_value	64
MSMT_VALUE	32
MSMT_COUNT	32
AVG_MSMT_VALUE	64
==> cells in the final DEF (no fill, tap or decap), types with 37 or more instances in the layout <==
cell	synthesis	routed
a22oi_1	477	477
dfxtp_1	234	232
nor2_1	202	173
clkdlybuf4s50_1	0	138
nand3_1	122	122
nand4_1	122	122
nand2_1	116	115
a221oi_1	101	101
a21oi_1	101	101
a22o_1	98	98
edfxtp_1	96	96
xnor2_1	96	96
buf_4	0	92
xor2_1	51	51
a222oi_1	45	45
clkbuf_16	0	40
o21ai_0	39	39
and2_1	37	37
nor3_1	37	37
==> cell type report <==
cell class	instances	share of cell area, %
inverter	19	0.2807
sequential	330	29.80
antenna	1	0.009850
tap	748	3.684
clock buffer	50	4.245
multi-input combinational	1940	52.59
timing repair buffer	230	8.156
clock inverter	22	1.236
==> kinds of logic (layout without fill, tap and decap cells) <==
family	after synthesis	after routing	share of synthesized area (%)
fa+ha+maj	35	35	1.984
simple gates	757	757	16.94
flops	330	330	33.70
xor+xnor	147	147	5.734
compound gates	980	980	33.10
mux	21	21	0.9362
other cells	0	1	0
buf+inv	421	321	7.601
==> worst register-to-register path, stage by stage (launching register included) <==
cell and delay (ns):
dfxtp_1 1.01, ha_1 0.47, a21o_1 0.21, nand3_1 0.09
a21oi_1 0.09, o21ai_0 0.33, nand3_2 0.31, o2111ai_1 0.96
o21ai_0 0.23, a21oi_1 0.16
Power and IR drop assume default switching activity.
